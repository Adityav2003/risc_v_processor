--- ./run.sh ---
#!/bin/bash
# OpenROAD 26Q1-2900-gdf79404cd8, Yosys 0.63+post, stock flow scripts
make -C /OpenROAD-flow-scripts/flow DESIGN_CONFIG=/design/flow/config.mk WORK_HOME=/design/flow/orfs finish
--- ./config.mk ---
export PLATFORM = sky130hd
export DESIGN_NAME = riscv_cpu
export DESIGN_NICKNAME = riscv_cpu
export VERILOG_FILES = /design/flow/design.v
export SDC_FILE = /design/flow/constraint.sdc
export NUM_CORES = 4
export LEC_CHECK = 1
export CORE_UTILIZATION = 40
--- ./constraint.sdc ---
current_design riscv_cpu

set clk_period 39.7
set clk_io_pct 0.2

create_clock -name clk0 -period $clk_period [get_ports {clk}]

set non_clock_inputs [all_inputs -no_clocks]
set_input_delay [expr $clk_period * $clk_io_pct] -clock clk0 $non_clock_inputs
set_output_delay [expr $clk_period * $clk_io_pct] -clock clk0 [all_outputs]
--- ./design.v ---
module adder #(parameter WIDTH = 32) (
    input       [WIDTH-1:0] a, b,
    output      [WIDTH-1:0] sum
);
assign sum = a + b;
endmodule
module alu #(parameter WIDTH = 32) (
    input       [WIDTH-1:0] a, b,        
    input       [3:0] alu_ctrl,          
    output reg  [WIDTH-1:0] alu_out,     
    output      zero                     
);
always @(a, b, alu_ctrl) begin
    case (alu_ctrl)
        4'b0000:  alu_out <= a + b;        
        4'b0001:  alu_out <= a + ~b + 1;   
        4'b0010:  alu_out <= a & b;        
        4'b0011:  alu_out <= a | b;        
        4'b0100:  alu_out <= a ^ b;        
        4'b0101:  begin                    
                     if (a[31] != b[31]) alu_out <= a[31] ? 1 : 0;
                     else alu_out <= a < b ? 1 : 0;
                 end
		  4'b0111:  alu_out <= a >> b[4:0];  
        4'b1001: alu_out <= $signed(a) >>> b[4:0]; 
        4'b0110:  alu_out <= a << b[4:0];  
        4'b1000: alu_out <= a < b ? 1 : 0; 
        default: alu_out = 0;
    endcase
end
assign zero = (alu_out == 0) ? 1'b1 : 1'b0;
endmodule
module alu_decoder (
    input            opb5,
    input [2:0]      funct3,
    input            funct7b5,
    input [1:0]      ALUOp,
    output reg [3:0] ALUControl
);
always @(*) begin
    case (ALUOp)
        2'b00: ALUControl = 4'b0000;              
        2'b01: ALUControl = 4'b0001;              
        default:
            case (funct3)  
                3'b000: begin
                    if   (funct7b5 & opb5) ALUControl = 4'b0001;  
                    else ALUControl = 4'b0000;  
                end
                3'b010:  ALUControl = 4'b0101;  
					 3'b011:  ALUControl = 4'b1000;  
                3'b110:  ALUControl = 4'b0011;  
                3'b111:  ALUControl = 4'b0010;  
					 3'b100:  ALUControl = 4'b0100;  
                3'b001:  ALUControl = 4'b0110;  
                3'b101: begin if (funct7b5 == 0) ALUControl =  4'b0111; 
                        else ALUControl = 4'b1001;  
                        end
                default: ALUControl = 4'bxxxx;  
            endcase
    endcase
end
endmodule
module controller (
    input [6:0]  op,
    input [2:0]  funct3,
    input        funct7b5,
    input        Zero,ALUR31,
    output       [1:0] ResultSrc,
    output       MemWrite,
    output       PCSrc, ALUSrc,
    output       RegWrite, Jump, Jalr,
    output [1:0] ImmSrc,
    output [3:0] ALUControl
);
wire [1:0] ALUOp;
wire       Branch;
main_decoder    md (op, funct3,Zero,ALUR31, ResultSrc, MemWrite, Branch,
                    ALUSrc, RegWrite, Jump,Jalr, ImmSrc, ALUOp);
alu_decoder     ad (op[5], funct3, funct7b5, ALUOp, ALUControl);
assign PCSrc = Branch  | Jump;
endmodule
module datapath (
    input         clk, reset,
    input [1:0]   ResultSrc,
    input         PCSrc, ALUSrc,
    input         RegWrite,
    input [1:0]   ImmSrc,
    input [3:0]   ALUControl,
	 input 			Jalr,
    output        Zero,ALUR31,
    output [31:0] PC,
    input  [31:0] Instr,
    output [31:0] Mem_WrAddr, Mem_WrData,
    input  [31:0] ReadData,
    output [31:0] Result
);
wire [31:0] PCNext,PCJalr, PCPlus4, PCTarget,AuiPC,lAuiPC;
wire [31:0] ImmExt, SrcA, SrcB, WriteData, ALUResult;
mux2 #(32)     pcmux(PCPlus4, PCTarget, PCSrc, PCNext);
mux2 #(32)     jalrmux(PCNext, ALUResult, Jalr, PCJalr);
reset_ff #(32) pcreg(clk, reset, PCJalr, PC);
adder          pcadd4(PC, 32'd4, PCPlus4);
adder          pcaddbranch(PC, ImmExt, PCTarget);
reg_file       rf (clk, RegWrite, Instr[19:15], Instr[24:20], Instr[11:7], Result, SrcA, WriteData);
imm_extend     ext (Instr[31:7], ImmSrc, ImmExt);
mux2 #(32)     srcbmux(WriteData, ImmExt, ALUSrc, SrcB);
alu            alu (SrcA, SrcB, ALUControl, ALUResult, Zero);
adder #(32) auipcadder ({Instr[31:12],12'b0},PC,AuiPC);
mux2 #(32) lauipcmux (AuiPC,{Instr[31:12],12'b0}, Instr[5], lAuiPC);
mux4 #(32)     resultmux(ALUResult, ReadData, PCPlus4,lAuiPC, ResultSrc, Result);
assign ALUR31 = ALUResult[31];
assign Mem_WrData = WriteData;
assign Mem_WrAddr = ALUResult;
endmodule
module imm_extend (
    input  [31:7]     instr,
    input  [ 1:0]     immsrc,
    output reg [31:0] immext
);
always @(*) begin
    case(immsrc)
        2'b00:   immext = {{20{instr[31]}}, instr[31:20]};
        2'b01:   immext = {{20{instr[31]}}, instr[31:25], instr[11:7]};
        2'b10:   immext = {{20{instr[31]}}, instr[7], instr[30:25], instr[11:8], 1'b0};
        2'b11:   immext = {{12{instr[31]}}, instr[19:12], instr[20], instr[30:21], 1'b0};
        default: immext = 32'bx;  
    endcase
end
endmodule
module main_decoder (
    input  [6:0] op,
	 input [2:0] funct3,
	 input 		 Zero,ALUR31,
    output [1:0] ResultSrc,
    output       MemWrite, Branch, ALUSrc,
    output       RegWrite, Jump,Jalr,
    output [1:0] ImmSrc,
    output [1:0] ALUOp
);
reg [10:0] controls;
reg TakeBranch;
always @(*) begin
	 TakeBranch=0;
    casez (op)
        7'b0000011: controls = 11'b1_00_1_0_01_00_0_0;  
        7'b0100011: controls = 11'b0_01_1_1_00_00_0_0;  
        7'b0110011: controls = 11'b1_xx_0_0_00_10_0_0;  
        7'b1100011: begin  
				controls = 11'b0_10_0_0_00_01_0_0;
				case (funct3)
					3'b000:TakeBranch=Zero;
					3'b001:TakeBranch=!Zero;
					3'b101,3'b111:TakeBranch=!ALUR31;
					3'b100,3'b110:TakeBranch=ALUR31;
				endcase
				end
        7'b0010011: controls = 11'b1_00_1_0_00_10_0_0;  
        7'b1101111: controls = 11'b1_11_0_0_10_00_1_0;  
		  7'b1100111: controls = 11'b1_00_1_0_10_00_0_1;  
		  7'b0?10111: controls = 11'b1_xx_x_0_11_xx_0_0;  
        default:    controls = 11'bx_xx_x_x_xx_xx_x_x;  
    endcase
end
assign Branch =TakeBranch;
assign {RegWrite, ImmSrc, ALUSrc, MemWrite, ResultSrc, ALUOp, Jump,Jalr} = controls;
endmodule
module mux2 #(parameter WIDTH = 8) (
    input       [WIDTH-1:0] d0, d1,
    input       sel,
    output      [WIDTH-1:0] y
);
assign y = sel ? d1 : d0;
endmodule
module mux4 #(parameter WIDTH = 8) (
    input       [WIDTH-1:0] d0, d1, d2, d3,
    input       [1:0] sel,
    output      [WIDTH-1:0] y
);
assign y = sel[1] ? (sel[0] ? d3 : d2) : (sel[0] ? d1 : d0);
endmodule
module reg_file #(parameter DATA_WIDTH = 32) (
    input       clk,
    input       wr_en,
    input       [4:0] rd_addr1, rd_addr2, wr_addr,
    input       [DATA_WIDTH-1:0] wr_data,
    output      [DATA_WIDTH-1:0] rd_data1, rd_data2
);
reg [DATA_WIDTH-1:0] reg_file_arr [0:31];
integer i;
initial begin
    for (i = 0; i < 32; i = i + 1) begin
        reg_file_arr[i] = 0;
    end
end
always @(posedge clk) begin
    if (wr_en) reg_file_arr[wr_addr] <= wr_data;
end
assign rd_data1 = ( rd_addr1 != 0 ) ? reg_file_arr[rd_addr1] : 0;
assign rd_data2 = ( rd_addr2 != 0 ) ? reg_file_arr[rd_addr2] : 0;
endmodule
module reset_ff #(parameter WIDTH = 8) (
    input       clk, rst,
    input       [WIDTH-1:0] d,
    output reg  [WIDTH-1:0] q
);
always @(posedge clk or posedge rst) begin
    if (rst) q <= 0;
    else     q <= d;
end
endmodule
module riscv_cpu (
    input         clk, reset,
    output [31:0] PC,
    input  [31:0] Instr,
    output        MemWrite,
    output [31:0] Mem_WrAddr, Mem_WrData,
    input  [31:0] ReadData,
    output [31:0] Result
);
wire        ALUSrc, RegWrite, Jump,Jalr, Zero , ALUR31;
wire [1:0]  ResultSrc, ImmSrc;
wire [3:0]  ALUControl;
controller  c   (Instr[6:0], Instr[14:12], Instr[30], Zero,ALUR31,
                ResultSrc, MemWrite, PCSrc, ALUSrc, RegWrite, Jump, Jalr,
                ImmSrc, ALUControl);
datapath    dp  (clk, reset, ResultSrc, PCSrc,
                ALUSrc, RegWrite, ImmSrc, ALUControl,Jalr,
                Zero, ALUR31,PC, Instr, Mem_WrAddr, Mem_WrData, ReadData, Result);
endmodule
==> flow_metrics.env <==
# implementation run metrics
export IMPL_lay_top_count="edfxtp_1"
export IMPL_min_to="dp.pcreg.q[1]$_DFFE_PP0P_"
export IMPL_p_seq_frac=0.405
export IMPL_vias=45977
export IMPL_p_sw_w=0.001039
export IMPL_max_freq_mhz=38.95
export IMPL_synthCells=4639
export IMPL_warning_count=91
export IMPL_ys_flops=1056
export IMPL_min_delay_start="dp.pcreg.q[1]$_DFFE_PP0P_"
export IMPL_slew_viol_final=0
export IMPL_dpl_cell_count=6794
export IMPL_drtIter0Drc=3932
export IMPL_clkSinkCount=1056
export IMPL_postCtsSetupBuffers=0
export IMPL_ys_async_sr_fraction=0.03030
export IMPL_gp_congestion=1.073
export IMPL_clock_latency_ps=750
export IMPL_tns_ps=0
export IMPL_n_fill_cell=13563
export IMPL_outcome="finished clean"
export IMPL_yosys_warnings=7
export IMPL_wl_per_cell_um=37.35
export IMPL_place_hpwl_um=174800
export IMPL_end_kind="output pin"
export IMPL_ff2ff_path_depth=28
export IMPL_intPower_w=0.002211
export IMPL_setup_violations_final=0
export IMPL_die_h_um=398.9
export IMPL_layout_top_cells="1,024 x edfxtp_1, 476 x mux4_2, 351 x mux2i_1"
export IMPL_ys_area_um2=63000
export IMPL_syn_area_per_cell_um2=13.58
export IMPL_cp_start_kind="input pin"
export IMPL_period_used=0.6467
export IMPL_slew_limit_headroom=0.3242
export IMPL_first_pass_iters=6
export IMPL_synth_edff_count=1024
export IMPL_worstMarginPinSlew_ps=985.5
export IMPL_final_antenna_net_count=0
export IMPL_finalClockSkew_ps=55.19
export IMPL_die_area_um2=159100
export IMPL_slowest_stage="buf_4"
export IMPL_grt_pass1_wl_um=365100
export IMPL_swShare=0.3196
export IMPL_comb_power_share=0.275
export IMPL_vdd_drop_max_v=0.00003702
export IMPL_grt_pass1_vias=47829
export IMPL_h_tree_depth=3
export IMPL_power_density_nw_per_um2=45.20
export IMPL_cts_tree="built"
export IMPL_synthDistinctLibCells=108
export IMPL_io_buffers=194
export IMPL_stdcell_count=6995
export IMPL_grt_use_met3=0.2321
export IMPL_syn_to_final_growth_pct=14.12
export IMPL_clkTransAtPathRegs_ps=60
export IMPL_cts_buffer_depth=3
export IMPL_cts_hold_buf=0
export IMPL_cts_resized=0
export IMPL_synth_main_ff_cell="edfxtp_1"
export IMPL_grt_ovfl_total=0
export IMPL_crit_start="Instr[21]"
export IMPL_max_cap_violations=0
export IMPL_critPathMaxStageDelay_ps=720
export IMPL_top_usage_layer="met2"
export IMPL_routed_wl_um=261200
export IMPL_cp_data_arrival_time_ps=17730
export IMPL_antenna_found_initial=11
export IMPL_critPathBufInv=7
export IMPL_cts_inserted_buffers=108
export IMPL_ioPinCount=195
export IMPL_hold_depth=2
export IMPL_netlist_area_um2=63000
export IMPL_r2r_slack_ps=30440
export IMPL_drc=0
export IMPL_synth_seq_share=0.5008
export IMPL_crit_top_cell="buf_4"
export IMPL_via_per_inst=6.573
export IMPL_coreArea_um2=156200
export IMPL_crit_family="AND-OR/OR-AND gates"
export IMPL_track_usage=0.3558
export IMPL_power_leakage_nw=24.66
export IMPL_layout_drive_gt1_share=0.2210
export IMPL_hold_viol=0
export IMPL_ys_cells=4639
export IMPL_fp_utilization=0.4033
export IMPL_rsz0062_at_grt="no"
export IMPL_worstSetupPathType="in -> out"
export IMPL_grtUsageMet2=0.5030
export IMPL_grtUsageMet1=0.4271
export IMPL_grt_max_degree=63
export IMPL_r2r_end="dp.pcreg.q[30]$_DFF_PP0_"
export IMPL_die_w_um=398.9
export IMPL_clkPwrFrac=0.320
export IMPL_required_ps=31760
export IMPL_finalCriticalPeriod_ps=25670
export IMPL_clock_root_buffer="clkbuf_16"
export IMPL_r2r_start="dp.rf.reg_file_arr[11][0]$_DFFE_PP_"
export IMPL_hp_class="reg -> reg"
export IMPL_crit_fanout=55
export IMPL_rows=145
[Yosys cell counts, types with 28 or more instances]
master | count | area, um2
buf_6 | 34 | 382.9
nor2b_1 | 60 | 375.4
nor2_1 | 297 | 1115
inv_1 | 128 | 480.5
mux2_2 | 37 | 416.7
mux2i_1 | 351 | 3513
o211ai_1 | 54 | 405.4
nand2_1 | 258 | 968.4
buf_2 | 54 | 270.3
buf_1 | 46 | 172.7
a211o_1 | 52 | 455.4
edfxtp_1 | 1024 | 30750
a211oi_1 | 92 | 690.7
xnor2_1 | 49 | 429.2
a21o_1 | 50 | 375.4
mux4_2 | 476 | 10720
dfrtp_1 | 32 | 800.8
a22oi_1 | 51 | 382.9
a31oi_1 | 30 | 187.7
buf_4 | 28 | 210.2
clkbuf_1 | 183 | 686.9
a21oi_1 | 220 | 1101
nor3_1 | 67 | 335.3
o221ai_1 | 47 | 411.6
a221oi_1 | 33 | 289.0
o21ai_0 | 166 | 830.8
o22ai_1 | 64 | 400.4
ha_1 | 148 | 1852
nand3_1 | 66 | 330.3
[per-stage QoR]
step	area (um2)	setup slack, ps	total power [W]	hold slack [ps]	util
after floorplan	63000	16370	0.001821	586.4	-
after global placement	68300	14260	0.002212	747.9	0.4373
after CTS	71880	14200	0.003243	764.0	0.4602
final	71890	14030	0.003250	765.8	0.4602
after global routing	71880	13560	0.003359	800.5	0.4602
after detailed placement	68300	14250	0.002212	755.8	0.4373
[registers in the layout (all words and copies together), names as in the netlist]
signal / count
dp.rf.reg_file_arr: 1024
dp.pcreg.q: 32
[worst min-delay path: stages, from the launching register on]
cell	delay, ps
dfrtp_1	530
nand2_1	120
o211ai_1	80
[cell type report]
type	instances	area, um2	area share
Clock buffer	130	2828	0.03933
Multi-Input combinational cell	3101	29830	0.4149
Clock inverter	67	753.2	0.01048
Timing Repair Buffer	445	3842	0.05345
Antenna cell	4	10.01	0.0001392
Inverter	134	503.0	0.006996
Sequential cell	1056	31550	0.4389
Tap cell	2058	2575	0.03582
[logic make-up after synthesis]
| kind of cell | Yosys count | synth area share |
|---|---|---|
| XOR/XNOR | 68 | 0.009454 |
| AND-OR/OR-AND | 1073 | 0.1189 |
| AND/OR/NAND/NOR | 938 | 0.07049 |
| buffers and inverters | 482 | 0.03597 |
| flip-flops | 1056 | 0.5008 |
| adder cells (fa/ha/maj) | 152 | 0.03066 |
| multiplexers | 870 | 0.2337 |
[how the worst max path moves through the flow]
| stage | end | slack [ps] | cells past startpoint |
|---|---|---|---|
| global route | Result[28] | 13560 | 26 |
| finish | Result[28] | 14030 | 26 |
| CTS | Result[28] | 14200 | 26 |
[power by group through the flow]
stage | sequential (W) | clock, W | combinational, W
6_report | 0.00132 | 0.00104 | 0.000895
5_1_grt | 0.00132 | 0.00109 | 0.000950
4_1_cts | 0.00132 | 0.00105 | 0.000878
[layer usage]
layer	wire (um)	vias up
met5	595	-
met2	115400	3412
met1	85730	22659
li1	-	19234
met3	42830	641
met4	16690	31
No activity file was given, so power comes from the tool's default toggle rates.
