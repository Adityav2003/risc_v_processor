==> design.v <==
module data_mem #(parameter DATA_WIDTH = 32, ADDR_WIDTH = 32, MEM_SIZE = 64) (
    input       clk, wr_en,
    input 		 [2:0] funct3,
    input       [ADDR_WIDTH-1:0] wr_addr, wr_data,
    output   reg   [DATA_WIDTH-1:0] rd_data_mem
);
reg [DATA_WIDTH-1:0] data_ram [0:MEM_SIZE-1];
wire [ADDR_WIDTH-1:0] word_addr = wr_addr[DATA_WIDTH-1:2]%64;
always @(posedge clk) begin
    if (wr_en) begin
	   case (funct3) 
			3'b000: begin  
					  case (wr_addr[1:0])
							2'b00:data_ram[word_addr][7:0] =wr_data[7:0];
							2'b01:data_ram[word_addr][15:8] =wr_data[7:0];
							2'b10:data_ram[word_addr][23:16] =wr_data[7:0];
							2'b11:data_ram[word_addr][31:24] =wr_data[7:0];
					  endcase
					  end
			3'b010: data_ram[word_addr] <= wr_data;  
			3'b001: begin  
                case (wr_addr[1:0])
                    2'b00: data_ram[word_addr][15:0] = wr_data[15:0]; 
                    2'b10: data_ram[word_addr][31:16] = wr_data[15:0];  
                endcase
                end
		endcase
	end
end
always @ (*) begin
	case (funct3)
		3'b000: begin  
				case (wr_addr[1:0])
					2'b00:rd_data_mem = {{24{data_ram[word_addr][7]}},data_ram[word_addr][7:0]};
					2'b01:rd_data_mem = {{24{data_ram[word_addr][15]}},data_ram[word_addr][15:8]};
					2'b10:rd_data_mem = {{24{data_ram[word_addr][23]}},data_ram[word_addr][23:16]};
					2'b11:rd_data_mem = {{24{data_ram[word_addr][31]}},data_ram[word_addr][31:24]};
				endcase
				end
		3'b100:begin  
				case (wr_addr[1:0])
					2'b00:rd_data_mem = {24'b0,data_ram[word_addr][7:0]};
					2'b01:rd_data_mem = {24'b0,data_ram[word_addr][15:8]};
					2'b10:rd_data_mem = {24'b0,data_ram[word_addr][23:16]};
					2'b11:rd_data_mem = {24'b0,data_ram[word_addr][31:24]};
				endcase
				end
		3'b010:rd_data_mem=data_ram[word_addr]; 
		3'b001: begin  
            case (wr_addr[1:0])
                2'b00: rd_data_mem = {{16{data_ram[word_addr][15]}}, data_ram[word_addr][15:0]};   
                2'b10: rd_data_mem = {{16{data_ram[word_addr][31]}}, data_ram[word_addr][31:16]};   
                default: rd_data_mem = 32'b0;
            endcase
        end
		3'b101:begin  
				case(wr_addr[1:0])
					2'b00: rd_data_mem = {16'b0,data_ram[word_addr][15:0]};
					2'b10: rd_data_mem = {16'b0,data_ram[word_addr][31:16]};
					default: rd_data_mem=32'b0;
				endcase
				end
		endcase
end
endmodule
==> run.sh <==
#!/bin/bash
# OpenROAD 26Q1-2900-gdf79404cd8, Yosys 0.63+post, stock flow scripts
make -C /OpenROAD-flow-scripts/flow DESIGN_CONFIG=/design/flow/config.mk WORK_HOME=/design/flow/orfs finish
==> config.mk <==
export PLATFORM = sky130hd
export DESIGN_NAME = data_mem
export DESIGN_NICKNAME = data_mem
export VERILOG_FILES = /design/flow/design.v
export SDC_FILE = /design/flow/constraint.sdc
export NUM_CORES = 4
export LEC_CHECK = 1
export CORE_UTILIZATION = 40
==> constraint.sdc <==
current_design data_mem

set clk_period 24.6
set clk_io_pct 0.2

create_clock -name clk0 -period $clk_period [get_ports {clk}]

set non_clock_inputs [all_inputs -no_clocks]
set_input_delay [expr $clk_period * $clk_io_pct] -clock clk0 $non_clock_inputs
set_output_delay [expr $clk_period * $clk_io_pct] -clock clk0 [all_outputs]
==> CHANGELOG.md <==
### Metrics

- Result of the run: completed
- Number of OpenROAD warnings: approximately 50
- Synth unique cells: 87
- Post-synth EDFFs: just over 2k
- Summed instance area of the synthesized netlist: 81,000 um2
- Worst min path class: input pin to register
- Post-route total power: 7.21 mW
- Primary flip-flop cell chosen by synthesis mapping: sky130_fd_sc_hd__edfxtp_1
- Syn_area_per_cell: 17.6 um2
- Share of the clock period used by the worst path after layout: 40.6%
- Critical setup path kind: input pin to register
- Final antenna-violating net count: 0
- Via count of the routed design: 47.3k
- Register pins left without a clock: 32
- Inserted Clock Buffers: approximately 200
- Unrepaired setup endpoints after global routing: false
- Endpoints failing hold: 0
- Total cell area reported by yosys after synthesis: about 80,000 um2
- Number of buffers on the longest clock path: 3
- Transition time at the pin with the least slew margin: roughly 1.1 ns
- Area of the die: ~200,000 um2
- Routed wire length per instance: ~36 um
- Largest driver fanout on the critical path: about 50
- Fillers: 16.7k
- Core outline area: around 200,000 um2
- Mean number of vias per cell: approximately 6
- Launching element of the worst setup path: wr_addr[3]
- Global-route wire length before repair: about 380,000 um
- Hold slack: 4.45 ns
- Final slew viol count: 0
- Tightest slew margin relative to the limit: 26.4%
- Cell area reported after detailed placement: ~86,000 um2
- Vias in the first global route: ~49k
- Synth-to-Final Area Change: 14.3%
- Fin area: ~93,000 um2
- Remaining global-route overflow: 0
- Setup crit end: data_ram[14][7]
- Min Clock Period, post-route: about 10 ns
- Yosys cell count: ~4.6k
- Global placer's final weighted congestion: around 1
- Global-route usage over all layers: between 20 and 30%
- Port buffer count: roughly 76
- Count of endpoints without a timing constraint: ~64
- DRC violations left: 0
- Library cell used as clock root buffer: sky130_fd_sc_hd__clkbuf_16
- Post-CTS Hold Fix Bufs: 0
- Max H-tree Level: 4
- Die Span X: approximately 450 um
- Static Leak: 26.4 nW
- Placed cells: about 7.4k
- Syn. warnings: 1
- Proportion of layout cells with a drive suffix above 1: between 10% and 20%
- Total wirelength of the detailed-routed design: about 280,000 um
- CTS tree: yes
- Max cap viols: 0
- Pin count of the biggest net entering global routing: roughly 72
- Detailed Place HPWL: 167,000 um
- Power Density: just under 80 nW/um2
- Std cell rows: approximately 160
- Worst supply voltage drop on vdd: 0.0636 mV
- DRC violation total after the first TritonRoute iteration: around 3.6k
- Critical Path RT: roughly 25 ns
- Number of instances in the synthesized netlist: between 4k and 5k
- 1st-pass router iterations: 9
- I/O pin count: 101
- Die outline height: ~450 um
- Fraction of registers with async set or reset after synthesis: 0%
- Post-CTS clock slew at the launch and capture registers of the worst setup and hold paths: ~0.06 ns
- CP endpoint kind: register
- Ys flops: approximately 2.1k
- Initial Utilization: between 40% and 50%
- Fmax achieved: around 0.1 GHz
- Non-filler cells in the finished layout: 7,759
- Number of gates given a new drive strength after cts: 0
- Post-CTS setup buffers: 0
- Arrival @ worst endpoint: between 10 and 15 ns
- Final number of setup-violating endpoints: 0
- Kind of start point of the critical path: input pin
- Initial antenna violation count: 25
- Sum Neg Setup Slack: 0 ns
[stage by stage]
step	setup WS, ns	utilization, %
after global placement	13.90	43.0
after CTS	14.78	46.1
after detailed placement	13.88	43.0
after floorplan	17.17	-
after global routing	14.47	46.1
final	14.61	46.2
[cell usage in the layout, fill, tap and decap left out, types with 26 or more instances in the layout]
cell                              instances
sky130_fd_sc_hd__o22ai_1                102
sky130_fd_sc_hd__a22oi_1                207
sky130_fd_sc_hd__a221o_1                 65
sky130_fd_sc_hd__a22o_1                  61
sky130_fd_sc_hd__dlxtn_1                 32
sky130_fd_sc_hd__buf_4                  370
sky130_fd_sc_hd__mux4_2                 114
sky130_fd_sc_hd__clkinv_1                60
sky130_fd_sc_hd__diode_2                 29
sky130_fd_sc_hd__clkinv_2                26
sky130_fd_sc_hd__nor2_1                 335
sky130_fd_sc_hd__nand2_1                174
sky130_fd_sc_hd__clkbuf_16              202
sky130_fd_sc_hd__clkdlybuf4s50_1         65
sky130_fd_sc_hd__mux2i_1                187
sky130_fd_sc_hd__a222oi_1                26
sky130_fd_sc_hd__a221oi_1               180
sky130_fd_sc_hd__a21oi_1                 97
sky130_fd_sc_hd__a31oi_1                 29
sky130_fd_sc_hd__edfxtp_1              2048
sky130_fd_sc_hd__clkbuf_1                48
sky130_fd_sc_hd__o21ai_0                 73
sky130_fd_sc_hd__mux2_2                 148
[cells by family after synthesis]
family | after synthesis | synth area share, %
flops | 2048 | 76.0
buf+inv | 348 | 2.23
simple gates | 701 | 4.01
compound gates | 1013 | 9.58
latches | 32 | 0.593
mux | 452 | 7.64
[synthesized netlist by cell type, types with 11 or more instances]
master                         n  area share [%]
sky130_fd_sc_hd__nor3_1       23            0.14
sky130_fd_sc_hd__a22oi_1     207             1.9
sky130_fd_sc_hd__inv_1        15           0.070
sky130_fd_sc_hd__nor2_1      340             1.6
sky130_fd_sc_hd__a221o_1      65            0.80
sky130_fd_sc_hd__and2_1       11           0.085
sky130_fd_sc_hd__clkbuf_1    121            0.56
sky130_fd_sc_hd__mux2i_1     187             2.3
sky130_fd_sc_hd__o22ai_1     102            0.79
sky130_fd_sc_hd__o211ai_1     15            0.14
sky130_fd_sc_hd__and3_1       11           0.085
sky130_fd_sc_hd__o22a_1       16            0.17
sky130_fd_sc_hd__buf_1        27            0.13
sky130_fd_sc_hd__a221oi_1    180             1.9
sky130_fd_sc_hd__buf_2       113            0.70
sky130_fd_sc_hd__buf_4        50            0.46
sky130_fd_sc_hd__o221ai_1     19            0.21
sky130_fd_sc_hd__buf_6        21            0.29
sky130_fd_sc_hd__a211oi_1     12            0.11
sky130_fd_sc_hd__nand4_1      17            0.13
sky130_fd_sc_hd__dlxtn_1      32            0.59
sky130_fd_sc_hd__a22o_1       77            0.83
sky130_fd_sc_hd__nand2b_1     18            0.14
sky130_fd_sc_hd__a222oi_1     26            0.32
sky130_fd_sc_hd__mux2_2      148             2.1
sky130_fd_sc_hd__nand2_1     174            0.81
sky130_fd_sc_hd__a21oi_1      97            0.60
sky130_fd_sc_hd__mux4_2      114             3.2
sky130_fd_sc_hd__o21ai_0      73            0.45
sky130_fd_sc_hd__nand3_1      16           0.099
sky130_fd_sc_hd__o2bb2ai_1    23            0.25
sky130_fd_sc_hd__edfxtp_1   2048              76
sky130_fd_sc_hd__a31oi_1      29            0.22
[state kept, by name (all words and copies together), names as in the netlist]
signal,cells
data_ram,2048
rd_data_mem,32
[worst min path at each step]
stage / startpoint / to / slack, ns / cells after the start
4_1_cts: wr_data[7] / data_ram[29][7] / 4.40 / 1
5_1_grt: wr_data[7] / data_ram[29][7] / 4.43 / 1
6_report: wr_data[7] / data_ram[30][7] / 4.45 / 1
[power by group]
part           switching (mW)  internal, mW  total (mW)
combinational           0.327         0.125       0.452
clock                    1.30          1.62        2.92
sequential            0.00214          3.83        3.83
[worst max-delay path, stage by stage]
cell and delay (ns):
sky130_fd_sc_hd__buf_8 0.38, sky130_fd_sc_hd__buf_4 0.56, sky130_fd_sc_hd__buf_4 0.70, sky130_fd_sc_hd__buf_4 0.67
sky130_fd_sc_hd__and3b_4 0.69, sky130_fd_sc_hd__buf_4 0.61, sky130_fd_sc_hd__nand2_1 0.70, sky130_fd_sc_hd__nor2_1 0.97
[layout make-up]
cell class              instances  area (um2)  area share [%]
repair buffers                447        3530            3.82
diodes                         29        72.6          0.0784
flip-flops and latches       2080       62000            67.0
inverters                      15        66.3          0.0717
well taps                    2656        3320            3.59
multi-input cells            2166       17400            18.8
clock buffers                 250        5240            5.66
clock inverters               116         942            1.02
[layer usage]
| layer | track usage [%] | vias up | part of all wire, % |
|---|---|---|---|
| met5 | 5.25 | - | 0.38 |
| met4 | 16.9 | 40 | 7.4 |
| met3 | 24.8 | 765 | 19 |
| met2 | 40.0 | 3590 | 44 |
| met1 | 31.9 | 23400 | 29 |
| li1 | - | 19600 | - |
Power is estimated from default activity; no workload was simulated.
